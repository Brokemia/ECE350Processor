--- ./run.sh ---
#!/bin/bash
# OpenROAD 26Q1-2900-gdf79404cd8, Yosys 0.63+post, stock flow scripts
make -C /OpenROAD-flow-scripts/flow DESIGN_CONFIG=/design/flow/config.mk WORK_HOME=/design/flow/orfs finish
--- ./config.mk ---
export PLATFORM = sky130hd
export DESIGN_NAME = MemoryMap
export DESIGN_NICKNAME = MemoryMap
export VERILOG_FILES = /design/flow/design.v
export SDC_FILE = /design/flow/constraint.sdc
export NUM_CORES = 4
export LEC_CHECK = 1
export CORE_AREA = 10 10 122 122
export DIE_AREA = 0 0 132 132
--- ./constraint.sdc ---
current_design MemoryMap

set clk_period 10.3
set clk_io_pct 0.2

create_clock -name clk0 -period $clk_period [get_ports {clk}]

set non_clock_inputs [all_inputs -no_clocks]
set_input_delay [expr $clk_period * $clk_io_pct] -clock clk0 $non_clock_inputs
set_output_delay [expr $clk_period * $clk_io_pct] -clock clk0 [all_outputs]
--- ./design.v ---
module MemoryMap(
    input clk,
    input wire [11:0]       addr,
    input wire [31:0]       dataIn,
    output reg [31:0]       dataOut,
    input wire              writeEnable,
    input wire [31:0]       RAM_out,
    output wire             RAM_write,
    input wire [4:0]        BTN,
    input wire              SD_responseByte,
    input wire [7:0]        SD_response,
    output     [47:0]       SD_cmd,
    output reg              SD_start,
    output reg              UART_setAddr,
    output     [11:0]       UART_addr,
    input wire [7:0]        UART_lastByte);
    assign RAM_write = writeEnable && !addr[11];
    assign UART_addr = dataIn[11:0];
    reg [47:0] SD_cmd_reg = 48'b0;
    always @(posedge clk) begin
        UART_setAddr = 1'b0;
        if(writeEnable) begin
            case ({addr[11], addr[2:0]})
                4'b1010: begin
                    SD_cmd_reg[31:0] <= dataIn;
                end
                4'b1011: begin
                    SD_cmd_reg[47:32] <= dataIn[15:0];
                    SD_start <= dataIn[31];
                end
                4'b1100: begin
                    UART_setAddr = 1'b1;
                end
            endcase
        end
    end
    always @(addr, RAM_out, BTN, SD_responseByte, SD_response) begin
        case ({addr[11], addr[2:0]})
            4'b1000: begin
                dataOut = BTN;
            end
            4'b1001: begin
                dataOut = { SD_responseByte, 23'b0, SD_responseBuffer };
            end
            4'b1010: begin
                dataOut = SD_cmd_reg[31:0];
            end
            4'b1011: begin
                dataOut = { SD_start, 15'b0, SD_cmd_reg[47:32] };
            end
            4'b1100: begin
                dataOut = UART_lastByte;
            end
            default: begin
                dataOut = RAM_out;
            end
        endcase
    end
    assign SD_cmd = SD_cmd_reg;
    reg [7:0] SD_responseBuffer = 8'hFF;
    always @(SD_responseByte) begin
        SD_responseBuffer <= SD_response;
    end
endmodule
==> Changelog: implementation <==
### Changed

* Outcome: completed
* Log Warnings at 33
* Critical Path Max Stage Delay at between 0.9 and 1 ns
* Number of clock sinks at about 50
* Syn avg cell area at 13.5 um2
* # rows at 40
* Worst Hold Class: in2reg
* Yosys stat chip area at 2420 um2
* Cts bufs inserted at 5
* CP Buf/Inv Count at 3
* Min Tclk post-route at between 6 and 7 ns
* Crit path max-delay cell type: clkdlybuf4s50_1
* Layout area overhead at 87.4%
* Grt total ovfl at 0
* Initial antenna violation count at 0
* Via count at approximately 2,200
* Switch share at 0.195
* Max IR drop VDD at 0.0649 mV
* Total length of routed wires at between 9 and 10 mm
* Per-cell routed wire length at around 19 um
* Hold path start: dataIn[30]
* Worst setup SP type: primary input
* Synth Flop Type: edfxtp_1
* Non-Filler Instances at 521
* Clock Power Share at 0.360
* Hold-fix buffers, CTS at 0
* Switching pwr at between 90 and 100 uW
* HPWL reported at the end of detailed placement at around 7.7 mm
* I/O Buffers at 186
* H-tree levels at 2
* Die H at between 100 and 150 um
* Async S/R FF share, synth at 0
* First-pass GRT wire length at between 10 and 15 mm
* Crit path DRT at about 8.2 ns
* Max Fanout on Critical Path at 23
* Rel. slew slack at 0.482
* ANT nets after route at 0
* Num ports at 195
* Cells along the critical path: clkdlybuf4s50_1, o21ai_2, nand2_1, buf_4, a221o_1, clkdlybuf4s50_1
* Global-route usage over all layers at 0.108
* Count leader, synth: edfxtp_1
* Final Hold Fails at 0
* Worst setup EP type: primary output
* WP data arrival at between 4 and 5 ns
* Combinational power share at 0.193
* Slew @ Worst Pin at between 0.7 and 0.8 ns
* Sequential Power Share at 0.447
* Flops out of synthesis at approximately 50
* Layout cells sized above 1 at 0.0708
* Fin crit share at 0.639
* DIE WIDTH at ~130 um
* Mean number of vias per cell at 4.17
* First-pass detailed-route iteration total at 5
* Max reg flops at 48
* Delay-heaviest family, CP: buffers and inverters
* Max clock buf depth at 2
* Largest net degree at the start of global routing at 25
* Synth area leader: edfxtp_1
* DIE AREA at approximately 17,000 um2
* Setup TNS Final at 0 ns
* RePlAce Congestion at 0.837
* Clock transition at path regs at 0.07 ns
* CTS tree: built
* Mapped cell area at roughly 2400 um2
* Setup Viol. Count Final at 0
* Yosys Instances at around 180
* Ys Warns at 1
* # DRC at 0
* Cells after Synth at 179
* Max-area cell share at 0.608
* Pwr dens at between 100 and 150 nW/um2
* Slew Viols, Final at 0
* RSZ-0062 raised after global routing: false
* Vias in the first global route at 2,419
* Root buf cell: clkbuf_16
* Maxcap violations at 0
* Commonest cells in the netlist: edfxtp_1, a22o_1, buf_4
* DR iter-0 viols at about 64
* Leak Pwr at between 1.5 and 2 nW
* Main area contributors: edfxtp_1, a22o_1, buf_4
* Post-CTS sizing at 0
* Most frequent CP cell: clkdlybuf4s50_1
* Post-synth seq share at 0.617
* Hold path depth at 1
* Distinct lib cells at 31
* Hold_ws at between 2 and 2.5 ns
* Max Clk Rate at roughly 150 MHz
* Post-CTS Setup Bufs at 0
* Stages on the worst setup path at 6
* Setup CP Type: in2out
* Flip-flops with a built-in enable at between 40 and 50
* Min-Delay Endpoint: SD_cmd_reg[30]
* DP Cell Count at between 500 and 600
* Ant. Diodes at 0
* Internal power at about 410 uW
* Starting Density at 0.199
* Core box area at around 12,000 um2
-- final cells by class --
cell class              count  area, um2
well taps                 168        210
flip-flops and latches     50       1490
clock inverters             2       37.5
multi-input cells         102        754
inverters                   1       3.75
repair buffers            192       1910
clock buffers               6        129
fillers                  1209       7630
-- how the worst max path moves through the flow --
| stage | from | end | slack [ns] |
|---|---|---|---|
| 4_1_cts | addr[2] | dataOut[12] | 3.68 |
| 5_1_grt | addr[2] | dataOut[12] | 3.59 |
| 6_report | addr[2] | dataOut[12] | 3.72 |
-- through the flow --
| stage | total power, mW | util | cell area [um2] | setup WS (ns) |
|---|---|---|---|---|
| 3_3_place_gp | 0.333 | 0.359 | 4370 | 3.72 |
| 5_1_grt | 0.536 | 0.373 | 4530 | 3.59 |
| 2_1_floorplan | 0.260 | - | 2420 | 5.37 |
| 6_report | 0.512 | 0.373 | 4530 | 3.72 |
| 3_5_place_dp | 0.334 | 0.359 | 4370 | 3.70 |
| 4_1_cts | 0.522 | 0.373 | 4530 | 3.68 |
-- metal layers --
layer / GRT usage / wire length, um
met1: 0.127 / 3810
met2: 0.179 / 4750
met3: 0.0550 / 1180
met4: 0.0111 / 87
met5: 0 / 0
-- power groups by stage --
stage         combinational (mW)  sequential, mW  clock [mW]
finish                    0.0986           0.229       0.184
global route               0.106           0.230       0.200
CTS                        0.101           0.229       0.192
-- cell usage in the layout (no fill, tap or decap), drive strengths merged --
cell,n
buf,6
and2,12
o211ai,2
a21o,1
clkbuf,6
a22o,15
a21boi,1
bufinv,1
a222oi,3
and3,1
mux2,8
inv,1
nor3b,2
a221o,8
clkdlybuf4s50,186
nand2,10
nor3,2
and4b,1
a31oi,5
nand3b,1
a21oi,8
o21ai,9
nor2b,6
a41oi,3
mux2i,2
a31o,1
edfxtp,49
nand2b,1
dfxtp,1
clkinvlp,1
-- cells by family after synthesis --
| logic type | after synthesis | synth area share |
|---|---|---|
| multiplexers | 10 | 0.0455 |
| buffers and inverters | 27 | 0.0745 |
| AND/OR/NAND/NOR | 36 | 0.0869 |
| AND-OR/OR-AND | 56 | 0.176 |
| flip-flops | 50 | 0.617 |
Power is estimated from default activity; no workload was simulated.
