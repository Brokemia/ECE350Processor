## ./config.mk

```make
export PLATFORM = sky130hd
export DESIGN_NAME = SDController
export DESIGN_NICKNAME = SDController
export VERILOG_FILES = /design/flow/design.v
export SDC_FILE = /design/flow/constraint.sdc
export NUM_CORES = 4
export LEC_CHECK = 1
export CORE_UTILIZATION = 50
```

## ./constraint.sdc

```tcl
current_design SDController

set clk_period 4.7
set clk_io_pct 0.2

create_clock -name clk0 -period $clk_period [get_ports {clk}]

set non_clock_inputs [all_inputs -no_clocks]
set_input_delay [expr $clk_period * $clk_io_pct] -clock clk0 $non_clock_inputs
set_output_delay [expr $clk_period * $clk_io_pct] -clock clk0 [all_outputs]
```

## ./run.sh

```bash
#!/bin/bash
# OpenROAD 26Q1-2900-gdf79404cd8, Yosys 0.63+post, stock flow scripts
make -C /OpenROAD-flow-scripts/flow DESIGN_CONFIG=/design/flow/config.mk WORK_HOME=/design/flow/orfs finish
```

## ./design.v

```verilog
module SDController(
    inout [7:0] SD,
    input clk,
    input [47:0] cmd,
    input start,
    output reg responseByte = 1'b0,  
    output reg [7:0] response
);
    assign SD[0] = 1'b0;
    assign SD[2] = clk;
    reg started = 1'b0;
    assign SD[7] = 1'b0;
    wire byteCntReset;
    wire [3:0] byteCnt;
    wire byteDone;
    assign byteDone = byteCnt[0] & byteCnt[1] & byteCnt[2];
    counter4 ByteCounter(byteCnt, clk, started, byteCntReset);
    assign byteCntReset = startPulse | byteCnt[3];
    reg [7:0] responseBuffer = 8'hFF;
    assign SD[3] = started ? cmdBuffer[47] : 1'b1;
    reg [47:0] cmdBuffer = 48'd0;
    reg startPulse = 1'b0;
    reg lastStart = 1'b0;
    always @(posedge clk) begin
        cmdBuffer <= {cmdBuffer[46:0], 1'b1};
        if (started) begin
            startPulse <= 1'b0;
            responseBuffer <= {responseBuffer[6:0], SD[4]};
            if(byteDone) begin
                responseByte <= ~responseByte;
                response <= responseBuffer;
            end
        end
        if (start && !lastStart) begin
            started <= 1'b1;
            startPulse <= 1'b1;
            responseBuffer <= 8'hFF;
            cmdBuffer <= cmd;
        end
        lastStart <= start;
    end
endmodule
module counter6(out, clk, en, clr);
    input clk, en, clr;
    output [5:0] out;
    wire toggle2, toggle3, toggle4, toggle5;
    tff Bit1(out[0], 1'b1, clk, en, clr);
    tff Bit2(out[1], out[0], clk, en, clr);
    and Toggle2(toggle2, out[1], out[0]);
    tff Bit3(out[2], toggle2, clk, en, clr);
    and Toggle3(toggle3, out[2], out[1], out[0]);
    tff Bit4(out[3], toggle3, clk, en, clr);
    and Toggle4(toggle4, out[3], out[2], out[1], out[0]);
    tff Bit5(out[4], toggle4, clk, en, clr);
    and Toggle5(toggle5, out[4], out[3], out[2], out[1], out[0]);
    tff Bit6(out[5], toggle5, clk, en, clr);
endmodule
module counter4(out, clk, en, clr);
    input clk, en, clr;
    output [3:0] out;
    wire toggle2, toggle3;
    tff Bit1(out[0], 1'b1, clk, en, clr);
    tff Bit2(out[1], out[0], clk, en, clr);
    and Toggle2(toggle2, out[1], out[0]);
    tff Bit3(out[2], toggle2, clk, en, clr);
    and Toggle3(toggle3, out[2], out[1], out[0]);
    tff Bit4(out[3], toggle3, clk, en, clr);
endmodule
module counter3(out, clk, en, clr);
    input clk, en, clr;
    output [2:0] out;
    wire toggle2;
    tff Bit1(out[0], 1'b1, clk, en, clr);
    tff Bit2(out[1], out[0], clk, en, clr);
    and Toggle2(toggle2, out[1], out[0]);
    tff Bit3(out[2], toggle2, clk, en, clr);
endmodule
module tff(q, t, clk, en, clr);
    input t, clk, en, clr;
    output q;
    wire d, stayOn, toggleOn, notToggle, notOut;
    not NotToggle(notToggle, t);
    not NotOut(notOut, q);
    and StayOn(stayOn, notToggle, q);
    and ToggleOn(toggleOn, t, notOut);
    or D(d, stayOn, toggleOn);
    dffe_ref DFF(q, d, clk, en, clr);
endmodule
module dffe_ref(q, d, clk, en, clr);
   input d, clk, en, clr;
   wire clr;
   output q;
   reg q;
   initial
   begin
       q = 1'b0;
   end
   always @(posedge clk or posedge clr) begin
       if (clr) begin
           q <= 1'b0;
       end else if (en) begin
           q <= d;
       end
   end
endmodule
```

==> impl_metrics.py <==
# Generated from Yosys and OpenROAD reports
metrics = {
    "clock_network": {
        "cts_sinks": 72,
        "cts_buffer_depth": 2,
        "cts-buffers-inserted": 9,
        "cts_resized": 0,
        "cts_root_buf": "clkbuf_8",
        "postCtsSetupRepairBufs": 0,
        "cts_hold_buf": 0,
        "htree_levels": 3,
    },
    "yosys": {
        "ys_cells": 164,
        "yosysChipArea_sq_um": 2440,
        "synth_area_sq_um": 2440,
        "numSynthFlops": 72,
        "top_cells_by_area": "dfxtp_1 (48%), mux2_2 (19%), edfxtp_1 (12%)",
        "synth.largest_area_cell": "dfxtp_1",
        "synthCells": 164,
        "yosysUniqueCellTypes": 22,
        "yosysTopAreaCellShare_pct": 47.6,
        "ys_seq_share_pct": 64.0,
        "yosys_warnings": 3,
        "syn_avg_cell_area_sq_um": 14.9,
    },
    "floorplan": {
        "initCoreUtil_pct": 51.7,
        "rows": 25,
        "io_pins": 67,
        "dieWidth_um": 71.9,
        "die_h_um": 71.9,
    },
    "placement": {
        "dp_hpwl_mm": 2.06,
        "placed_area_sq_um": 3030,
        "gp_congestion": 0.683,
        "placed_cells": 279,
        "dp_slack_ns": 1.41,
        "portBuffers": 58,
    },
    "run_status": {
        "status": "did not finish",
        "stop_stage": "global routing (5_1_grt)",
        "error": "[ERROR RSZ-0074] Failed to build tree from global routes for pin 'SD[4]' and net 'SD[4]' at grid (44850, 65550): found route to 2 pins, expected 1",
    },
    "global_routing": {
        "grt_max_degree": 59,
    },
    "timing": {
        "untimed_endpoints": 4,
    },
}
-- cell families after synthesis --
group           share of synthesized area (%)
compound gates                          0.205
xor+xnor                                0.718
fa+ha+maj                                1.03
buf+inv                                  3.64
flops                                    64.0
mux                                      27.1
other cells                             0.308
simple gates                             2.97
-- Yosys cell counts (all sizes together) --
library cell  number
dfxtp             58
conb               2
mux2              49
nor2               1
xnor2              1
nand2              8
or2                1
inv                3
and2               1
nand2b             2
nand4              1
buf               11
o21ai              1
dfrtp              4
edfxtp            10
ha                 2
xor2               1
mux2i              8
